## config.mk

```make
export PLATFORM = sky130hd
export DESIGN_NAME = uart_top
export DESIGN_NICKNAME = uart_top
export VERILOG_FILES = /design/flow/design.v
export SDC_FILE = /design/flow/constraint.sdc
export NUM_CORES = 4
export LEC_CHECK = 1
export CORE_AREA = 10 10 113 113
export DIE_AREA = 0 0 123 123
```

## design.v

```verilog
module uart_top(input  wire clk,input  wire rst,input  wire [7:0] tx_data,input  wire tx_wr_enb,input  wire rx_in,output wire tx_out,output wire [7:0] rx_data,output wire rx_rdy,output wire tx_busy);
    wire tx_enb, rx_enb;
    baud_rate_generator BRG(.clk(clk),.rst(rst),.tx_enb(tx_enb),.rx_enb(rx_enb));
    uart_tx TX(.clk(clk),.rst(rst),.wr_enb(tx_wr_enb),.enb(tx_enb),.data_in(tx_data),.tx(tx_out),.busy(tx_busy) );
    uart_rx RX(.clk(clk),.rst(rst),.enb(rx_enb),.rx(rx_in),.data_out(rx_data),.rdy(rx_rdy));
endmodule
module baud_rate_generator (input clk,input rst,output reg tx_enb,output reg rx_enb);
    reg [12:0] rx_counter; 
    reg [10:0] tx_counter; 
    always @(posedge clk or posedge rst) begin
        if (rst) begin
            tx_counter <= 0;
            rx_counter <= 0;
            tx_enb <= 0;
            rx_enb <= 0;
        end else begin
            if (tx_counter == 5208) begin
                tx_counter <= 0;
                tx_enb <= 1;
            end else begin
                tx_counter <= tx_counter + 1;
                tx_enb <= 0;
            end
            if (rx_counter == 325) begin
                rx_counter <= 0;
                rx_enb <= 1;
            end else begin
                rx_counter <= rx_counter + 1;
                rx_enb <= 0;
            end
        end
    end
endmodule
module uart_tx(input  wire clk,input  wire rst,input  wire wr_enb,input  wire enb,input  wire [7:0] data_in,output reg tx, output reg busy);
    localparam [1:0] S_IDLE  = 2'd0,
                     S_START = 2'd1,
                     S_DATA  = 2'd2,
                     S_STOP  = 2'd3;
    reg [1:0] state;
    reg [2:0] bit_index;    
    reg [7:0] data;         
    always @(posedge clk or posedge rst) begin
        if (rst) begin
            state     <= S_IDLE;
            tx        <= 1'b1;    
            busy      <= 1'b0;
            bit_index <= 3'd0;
            data      <= 8'd0;
        end else begin
            case (state)
                S_IDLE: begin
                    tx <= 1'b1;
                    busy <= 1'b0;
                    if (wr_enb) begin
                        data <= data_in;   
                        bit_index <= 3'd0;
                        state <= S_START;
                        busy <= 1'b1;
                    end
                end
                S_START: begin
                    if (enb) begin
                        tx <= 1'b0;        
                        state <= S_DATA;
                    end
                end
                S_DATA: begin
                    if (enb) begin
                        tx <= data[bit_index];   
                        if (bit_index == 3'd7)
                            state <= S_STOP;
                        else
                            bit_index <= bit_index + 1'b1;
                    end
                end
                S_STOP: begin
                    if (enb) begin
                        tx <= 1'b1;          
                        state <= S_IDLE;
                        busy <= 1'b0;
                    end
                end
            endcase
        end
    end
endmodule
module uart_rx(input  wire clk,input  wire rst,input  wire enb,input  wire rx,output reg [7:0] data_out,output reg rdy);
    localparam [2:0] IDLE  = 3'b000,
                     START = 3'b001,
                     DATA  = 3'b010,
                     STOP  = 3'b011,
                     DONE  = 3'b100;
    reg [2:0] state;
    reg [2:0] bit_index;
    reg [7:0] data;
    always @(posedge clk or posedge rst) begin
        if (rst) begin
            state     <= IDLE;
            bit_index <= 3'd0;
            rdy       <= 1'b0;
            data_out  <= 8'd0;
        end else begin
            case (state)
                IDLE: begin
                    rdy <= 1'b0;
                    if (rx == 1'b0)  
                        state <= START;
                end
                START: begin
                    if (enb) begin
                        if (rx == 1'b0)
                            state <= DATA;
                        else
                            state <= IDLE;
                    end
                end
                DATA: begin
                    if (enb) begin
                        data[bit_index] <= rx;
                        if (bit_index == 3'd7)
                            state <= STOP;
                        else
                            bit_index <= bit_index + 1;
                    end
                end
                STOP: begin
                    if (enb) begin
                        if (rx == 1'b1)
                            state <= DONE;
                        else
                            state <= IDLE;
                    end
                end
                DONE: begin
                    rdy <= 1'b1;
                    data_out <= data;
                    state <= IDLE;
                end
            endcase
        end
    end
endmodule
```

## run.sh

```bash
#!/bin/bash
# OpenROAD 26Q1-2900-gdf79404cd8, Yosys 0.63+post, stock flow scripts
make -C /OpenROAD-flow-scripts/flow DESIGN_CONFIG=/design/flow/config.mk WORK_HOME=/design/flow/orfs finish
```

## constraint.sdc

```tcl
current_design uart_top

set clk_period 3.0
set clk_io_pct 0.2

create_clock -name clk0 -period $clk_period [get_ports {clk}]

set non_clock_inputs [all_inputs -no_clocks]
set_input_delay [expr $clk_period * $clk_io_pct] -clock clk0 $non_clock_inputs
set_output_delay [expr $clk_period * $clk_io_pct] -clock clk0 [all_outputs]
```

==> flow_metrics.tcl <==
# yosys + openroad results
set metrics [dict create \
    detail_route.first_pass.iterations 5 \
    critical_path_arrival_ps 2130 \
    synthesis.area_per_instance_um2 12.1 \
    hold_depth 1 \
    boundaryPins 23 \
    setup_violations_final 0 \
    post_drt_wl_per_cell_um 10.0 \
    grt_setup_unrepaired "no" \
    maxSlewHeadroom_pct 54.6 \
    timing_max_transition_violations_final 0 \
    worstReg2RegStart "RX.bit_index[0]" \
    critical_path.top_delay_family "flip-flops" \
    dr_total_vias 1118 \
    post_cts_hold_buffers 0 \
    fraction_of_layout_cells_with_a_size_suffix_above_1_pct 16.7 \
    achievable-frequency_mhz 480 \
    hold_path_class "reg -> reg" \
    detailed_placement_hpwl_um 2190 \
    grtUsageTotal_pct 4.16 \
    dieWidth_um 123 \
    ctsLongestPathBuffers 2 \
    regToRegEndpoint "RX.data[2]" \
    core_region_area_mm2 0.0103 \
    fp-row-count 37 \
    fillcell_total 1076 \
    edf_count 8 \
    grt_pass1_wl_um 5220 \
    remaining_drc_errors 0 \
    synthesis_warning_total 3 \
    netlist.top_cell.by_instances "dfrtp_1" \
    crit_type "reg -> reg" \
    synth.lib_cells_used.distinct 31 \
    power.ir.vdd_worst_v 0.000166 \
    numCtsBuffers 5 \
    synthCells 151 \
    postRouteAntennaNets 0 \
    synth-cells-yosys 151 \
    total_leakage_power_nw 0.907 \
    worst_path_maximum_fanout 10 \
    cts_resized 0 \
    finalWirelength_um 3040 \
    critical-path-max-stage-delay_ps 550 \
    topCellsByArea "dfrtp_1 42%, edfxtp_1 13%, mux2_2 9.2%" \
    crit_path_cell_trace "inv_1, ha_1, xor2_1, nor4b_1, mux2_2" \
    postSynth.asyncResetShare_pct 80.5 \
    fp-utilization_pct 17.7 \
    buffer_ports.inserted 13 \
    finalWorstPathRequiredPeriod_ps 2080 \
    total_power_of_the_final_layout_mw 0.949 \
    worst_skew_pair.late_latency_ps 290 \
    numClockSinks 41 \
    worst_slew_pin_slew_ps 678 \
    dominantRegCellSynth "dfrtp_1" \
    timing.reg2reg.worst_path_depth 5 \
    timing.critical_path.buf_inv 1 \
    cellPowerDensity_mw_per_mm2 431 \
    worstHoldStart "BRG.rx_counter[12]" \
    critical_path.startpoint_type "flop" \
    run_status "finished clean" \
    route.antenna.diode_count 0 \
    vias_in_the_first_global_route 1105 \
    flow.area_growth_from_synthesis_pct 20.6 \
    cp_data_required_time_ps 3040 \
    chip_area_mm2 0.0151 \
    grt_start_max_net_pins 34 \
    top_area_share_pct 42.5 \
    routed_via_density 3.68 \
    cap_viol_max_count 0 \
    ys.flops 41 \
    synth.yosys.chip_area_mm2 0.00183 \
    netlist.top_cell.by_area "dfrtp_1" \
    drt_first_iter_violations 118 \
    grt_overflow_total 0 \
    yosys-top-cells-count "31 x dfrtp_1, 15 x mux2_2, 11 x nand2_1" \
    slowest_stage "dfrtp_1" \
    post_cts.repair.setup_buffers 0 \
    htreeDepth 2 \
    root_buffer "clkbuf_8" \
    fin_tns_setup_ps 0 \
    timing.final.crit_share_pct 69.4 \
    holdPathEnd "BRG.rx_counter[12]" \
    hold_viol_final 0 \
    cts_tree "yes" \
    gp_congestion 0.800 \
    clkTransAtPathRegs_ps 80 \
    yosys.stat.seqShare_pct 58.5 \
    mappedNetlistArea_mm2 0.00183 \
    setup.reg_to_reg.worst_slack_ps 920 \
    timing.critical_path.to_type "flop" \
    die_h_um 123 \
    log.warning_count 36 \
    fin_clk_skew_ps 5.52 \
    antenna_violations_before_repair 0 \
]
layout make-up:
type | instances | area (um2) | area share (%)
clock buffers | 6 | 82.6 | 3.75
flip-flops and latches | 41 | 1070 | 48.5
multi-input cells | 95 | 698 | 31.7
repair buffers | 14 | 138 | 6.25
well taps | 136 | 170 | 7.72
inverters | 10 | 37.5 | 1.70
clock inverters | 2 | 8.76 | 0.398
state kept, by name, indices dropped and copies added, names as in the netlist:
| register | flops |
|---|---|
| BRG.rx_counter | 13 |
| RX.data | 8 |
| RX.data_out | 8 |
| RX.state | 5 |
| RX.bit_index | 3 |
| BRG.rx_enb | 1 |
| RX.rdy | 1 |
| TX.busy | 1 |
| TX.state | 1 |
through the flow:
step	cells	util [%]	setup slack [ps]	hold WS, ps	cell area, um2
2_1_floorplan	151	-	983	430	1830
3_3_place_gp	296	20.5	971	471	2110
3_5_place_dp	296	20.5	919	478	2110
4_1_cts	304	21.3	889	492	2200
5_1_grt	304	21.3	792	505	2200
6_report	304	21.3	918	486	2200
metal layers:
layer	GRT usage [%]	share of wire (%)	wire length (um)
met5	0	0	0
met4	0.364	0.56	17
met1	5.76	49	1480
met3	1.57	5.8	177
met2	6.39	45	1370
worst max-delay path by stage:
| stage | start | end | slack (ps) | cells past startpoint |
|---|---|---|---|---|
| CTS | RX.bit_index[0] | RX.data[2] | 890 | 5 |
| global route | RX.bit_index[0] | RX.data[2] | 790 | 5 |
| finish | RX.bit_index[0] | RX.data[2] | 920 | 5 |
where the power goes:
group          internal [mW]  total, mW  switching (mW)
Clock                  0.182      0.363           0.180
Sequential             0.567      0.567        0.000221
Combinational        0.00612     0.0188          0.0127
Total                  0.756      0.949           0.193
cells in the final DEF, fill, tap and decap left out, drive strengths merged, types with 2 or more instances in the layout:
cell,Yosys,layout
nor3,3,3
xor2,5,5
nand4,2,2
clkinv,0,2
or2,2,2
dfstp,2,2
o2bb2ai,4,4
nand2,11,11
clkdlybuf4s50,0,13
dfrtp,31,31
clkbuf,4,6
nand3,7,7
xnor2,7,7
or3,2,2
o21ai,4,4
nor2,8,8
mux2,15,15
nor4b,4,4
and3,2,2
edfxtp,8,8
a21oi,3,3
ha,6,6
nor4,3,3
inv,10,10
kinds of logic (layout without fill, tap and decap cells):
group | count (synthesis) | in the layout | share of synthesized area (%)
other | 1 | 1 | 0.205
DFF | 41 | 41 | 58.5
muxes | 15 | 15 | 9.25
buffers and inverters | 15 | 32 | 3.29
AOI/OAI and AO/OA | 14 | 14 | 4.93
and+or+nand+nor | 47 | 47 | 14.0
xor gates and xnor gates | 12 | 12 | 5.75
adders and majority gates | 6 | 6 | 4.11
Power figures rest on the tool's default switching activity, not on a simulated workload.
